==> /design/flow/design.v <==
module dflipflop (
    input  logic clk,
    input  logic d,
    input  logic en,
    input  logic reset_n,
    output logic q
);
  always @(posedge clk) begin
    if (!reset_n) begin
      q <= 0;
    end
    else begin
	 if (en) begin
      q <= d;
		end
    end
  end
endmodule
module register_cell
(
  input logic chain_in,  
  input logic update,
  input logic clk,
  input logic reset,
  input logic enable,
  output logic chain_out,  
  output logic bit_out     
);
logic ff_in_q;
logic ff_out_clk;
logic ff_buf_en;
assign ff_out_clk = ~clk;
assign ff_buf_en = (!reset) ? clk : update;
dflipflop ff_in (
  .clk(clk),
  .reset_n(reset),
  .d(chain_in),
  .en(enable),
  .q(ff_in_q)
  );
dflipflop ff_buf (
  .clk(clk),
  .reset_n(reset),
  .d(ff_in_q),
  .en(ff_buf_en),
  .q(bit_out)
  );
dflipflop ff_out (
  .clk(ff_out_clk),
  .reset_n(reset),
  .d(ff_in_q),
  .en(enable),
  .q(chain_out)
  );
endmodule
  typedef enum bit [2:0] {
    RESET_ST,
    UPDATE_ST,
    IDLE_ST,
    RCV_CMD_ST,   
    ACK_CMD_ST,   
    RCV_DATA_ST,   
    SND_DATA_ST   
  } ctrl_state_t;   
  typedef enum bit [2-1:0] {
    RESET_CMD,
    START_SND_CMD,   
    START_RCV_CMD,   
    UPDATE_CMD   
  } ctrl_cmd_t;   
module serial_ctrl
#(
  parameter BIT_COUNT_LEN = $clog2(8 + 1)  
)
(
  inout logic data_inout,
  input logic clk,
  output logic [8 - 1 : 0]bit_out
);
  logic bidir_write;  
  logic cmd_rcv_done;
  logic send_done;
  logic rcv_done;
  logic got_start_bit;
  logic data_inout_reg;
  assign data_inout = (bidir_write) ? data_inout_reg : 1'bZ;
  ctrl_state_t curr_state;
  ctrl_state_t next_state;
  bit unsigned [BIT_COUNT_LEN:0]bit_count;
  logic [2 - 1 : 0]cmd_reg;  
  logic update_shift_reg;
  logic reset_shift_reg;
  logic en_shift_reg;
  logic data_in_shift_reg;
  logic data_out_shift_reg;
  shift_register daisychain (
    .clk(clk),
    .data_in(data_in_shift_reg),
    .update(update_shift_reg),
    .reset(reset_shift_reg),
    .enable(en_shift_reg),
    .data_out(data_out_shift_reg),
    .bit_out(bit_out)
  );
  always_comb begin : next_state_logic
    next_state = ctrl_state_t'('X);  
    case (curr_state)
      IDLE_ST : begin
        next_state = (got_start_bit == 1) ? RCV_CMD_ST : IDLE_ST;  
      end
      RCV_CMD_ST : begin  
        if (cmd_rcv_done) begin
          next_state = ACK_CMD_ST;
        end
        else begin
          next_state = RCV_CMD_ST;
        end
      end
      ACK_CMD_ST : begin
		if(cmd_rcv_done) begin
        case (cmd_reg)
          START_SND_CMD: begin
            next_state = SND_DATA_ST;
          end
          START_RCV_CMD: begin
            next_state = RCV_DATA_ST;
          end
          RESET_CMD: begin
            next_state = RESET_ST;
          end
          UPDATE_CMD: begin
            next_state = UPDATE_ST;
          end
        endcase
		  end
      end
      SND_DATA_ST: begin
        if (send_done) begin
          next_state = IDLE_ST;
        end 
        else begin
          next_state = SND_DATA_ST;
        end
      end
      RCV_DATA_ST: begin
        if (rcv_done) begin
          next_state = IDLE_ST;
        end
        else begin
          next_state = RCV_DATA_ST;
        end
      end
      UPDATE_ST: begin
        next_state = IDLE_ST;
      end
      default : begin 
         next_state = IDLE_ST;
      end
    endcase
  end
  always_ff @ (posedge clk) begin
    en_shift_reg <= 0;
    data_in_shift_reg <= 0;
    update_shift_reg <= 0;
    reset_shift_reg <= 1;
    bidir_write <= 0;
    rcv_done <= 0;
    send_done <= 0;
    got_start_bit <= 0;
    case (next_state)
      RESET_ST: begin
        en_shift_reg <= 1;
        reset_shift_reg <= 0; 
      end
      UPDATE_ST: begin
        update_shift_reg <= 1;
      end
      RCV_CMD_ST: begin
        if (bit_count < 2) begin
          bit_count <= bit_count + 1;
          cmd_reg <= (cmd_reg << 1) | data_inout;  
          cmd_rcv_done <= 0;
        end 
        else begin
          cmd_rcv_done <= 1;
          bit_count <= 0;
        end
      end
      ACK_CMD_ST: begin
      end
      RCV_DATA_ST: begin
        if (bit_count < 8) begin
          en_shift_reg <= 1;
          data_in_shift_reg <= data_inout;
          bit_count <= bit_count+1;
        end
        else begin
          rcv_done <= 1;
          bit_count <= 0;  
        end
      end
      SND_DATA_ST: begin
        if (bit_count <= 8 + 1) begin
          bidir_write <= 1;
          en_shift_reg <= 1;
          data_inout_reg <= data_out_shift_reg;
          bit_count <= bit_count+1;
        end
        else begin
          send_done <= 1;
          bit_count <= 0;
        end
      end
      default : begin
        if(data_inout == 1) begin
          got_start_bit <= 1;
        end
      end
    endcase
  end
  always_ff @ (posedge clk) begin
    curr_state <= next_state;
  end
endmodule
module shift_register
(
        input logic data_in,
        input logic clk,
        input logic update,
        input logic reset,
        input logic enable,
        output logic data_out,
        output logic [8 - 1 : 0]bit_out
);
logic cells_out[8 - 1 : 0];
assign data_out = cells_out[0];
generate
    genvar i;
    for (i = 8 - 1; i >= 0; i--) begin : chain_generate
        if (i == 8 - 1) begin : chain_begin
            register_cell cell_reg(
                .chain_in(data_in),
                .update(update),
                .clk(clk),
					 .enable(enable),
                .reset(reset),
                .chain_out(cells_out[i]),
                .bit_out(bit_out[i])
            );
        end
        else begin : chain_middle_and_end
            register_cell cell_reg(
                .chain_in(cells_out[i+1]),
                .update(update),
                .clk(clk),
					 .enable(enable),
                .reset(reset),
                .chain_out(cells_out[i]),
                .bit_out(bit_out[i])
            );
            end    
        end
endgenerate
endmodule
==> /design/flow/run.sh <==
#!/bin/bash
# OpenROAD 26Q1-2900-gdf79404cd8, Yosys 0.63+post, stock flow scripts
make -C /OpenROAD-flow-scripts/flow DESIGN_CONFIG=/design/flow/config.mk WORK_HOME=/design/flow/orfs finish
==> /design/flow/config.mk <==
export PLATFORM = sky130hd
export DESIGN_NAME = serial_ctrl
export DESIGN_NICKNAME = serial_ctrl
export VERILOG_FILES = /design/flow/design.v
export SDC_FILE = /design/flow/constraint.sdc
export NUM_CORES = 4
export LEC_CHECK = 1
export CORE_UTILIZATION = 40
==> /design/flow/constraint.sdc <==
current_design serial_ctrl

set clk_period 2.1
set clk_io_pct 0.2

create_clock -name clk0 -period $clk_period [get_ports {clk}]

set non_clock_inputs [all_inputs -no_clocks]
set_input_delay [expr $clk_period * $clk_io_pct] -clock clk0 $non_clock_inputs
set_output_delay [expr $clk_period * $clk_io_pct] -clock clk0 [all_outputs]
==> flow_summary.yaml <==
# implementation run metrics
synth:
  ys_area_um2: 1810
  synth_flops: 43
  edf_count: 9
  ys_seq_frac: 0.525
  post_synth_num_cell_types: 35
  synthCells: 162
  netlist.area_leader.share: 0.376
  synth_top_cell_by_area: "dfxtp_1"
  synth_async_sr_flop_share: 0
  post_synth_instance_area_um2: 1810
  ys_warn_count: 5
  synth_stat.cells: 162
  syn_avg_cell_area_um2: 11.2
  top_cells_by_area: "dfxtp_1 38%, edfxtp_1 15%, mux2i_1 14%"
  synthFlopType: "dfxtp_1"
  post_synth_most_frequent_cells: "34 x dfxtp_1, 26 x mux2i_1, 24 x nor2b_1"
  synth_dominant_cell_count: "dfxtp_1"
placed_design:
  gp_congestion: 0.833
  detailed_place_hpwl_mm: 1.84
  portBuffers: 8
  dp.cells: 212
  pre_cts_ws_ns: 0.161
clock_tree:
  tritoncts.num_buffers: 5
  postCtsSetupBuffers: 0
  cts_htree_levels: 2
  clockBufferDepth: 2
  post_cts_resized: 0
  clkSinkCount: 43
  clk_root_buffer_cell: "clkbuf_8"
  hold_buffers: 0
status:
  run_status: "did not finish"
  stage_where_the_flow_stopped: "clock tree synthesis (4_1_cts)"
  first-error: "[error] [KeplerFormal.cpp:679] Workflow failed: Iso has multiple drivers: .data_inout0, data_inout$_DFFE_PP_.Q0"
floorplanning:
  io-pin-count: 10
  placement_rows: 24
  chipWidth_um: 69.3
  floorplan.core_util: 0.416
  die_h_um: 69.3
cell families after synthesis:
group | Yosys count | synth area share
AND/OR/NAND/NOR | 45 | 0.148
flip-flops | 43 | 0.525
multiplexers | 26 | 0.144
buffers and inverters | 24 | 0.0718
AND-OR/OR-AND | 16 | 0.0649
adder cells (fa/ha/maj) | 5 | 0.0345
XOR/XNOR | 2 | 0.00967
other | 1 | 0.00207
per-stage QoR:
| stage | util | instance area, um^2 | total power, W |
|---|---|---|---|
| 2_1_floorplan | - | 1810 | 0.00167 |
| 3_3_place_gp | 0.438 | 1910 | 0.00182 |
| 3_5_place_dp | 0.438 | 1910 | 0.00184 |
No activity file was given, so power comes from the tool's default toggle rates.
